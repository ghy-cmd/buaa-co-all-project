==> design/flow/design.v <==
`timescale 1ns / 1ps
module cpu_checker(
    input clk,
    input reset,
    input [7:0] char,
	 input [15:0] freq,
    output [1:0] format_type,
	 output [3:0] error_code
    );
reg [5:0] status;
reg [2:0] ten;
reg [4:0] sixteen;
reg [15:0] timi;
reg [31:0] pc;
reg [15:0] grf;
reg [31:0] addr;
initial
begin
	status<=0;
	ten<=0;
	sixteen<=0;
	timi<=0;
	pc<=0;
	grf<=0;
	addr<=0;
end
always@(posedge clk)
begin
if(reset==1)
begin
status<=0;
ten<=0;
sixteen<=0;
end
else
begin
	case(status)
		0:begin
			if(char=="^")
				status<=1;
			else
				status<=0;
		end
		1:begin
		timi<=0;
		pc<=0;
		grf<=0;
		addr<=0;
			if(char>="0" && char<="9")
				begin
					status<=2;
					ten<=ten+1;
					timi<=char-"0";
				end
			else if(char=="^")
				status<=1;
			else
				status<=0;
		end
		2:begin
			if(char>="0" && char<="9")
			begin
				if(ten>=4)
				begin
				status<=0;
				ten<=0;
				end
				else
				begin
				status<=2;
				ten<=ten+1;
				timi<=(timi<<3) + (timi<<1) + (char - "0");
				end
			end
			else if(char=="@")
			begin
				status<=3;
				ten<=0;
			end
			else if(char=="^")
			begin
			status<=1;
			ten<=0;
			end
			else
			begin
			status<=0;
			ten<=0;
			end
		end
		3:begin
			if((char<="9" && char>="0")||(char>="a" && char<="f"))
			begin
			status<=4;
			sixteen<=sixteen+1;
				if(char<="9" && char>="0")
						pc<=(pc<<4)+(char-"0");
						else if(char>="a" && char<="f")
						pc<=(pc<<4)+(char-"a"+10);
			end
			else if(char=="^")
				status<=1;
			else
				status<=0;
		end
		4:begin
			if((char<="9" && char>="0")||(char>="a" && char<="f"))
			begin
				if(sixteen>=8)
				begin
				status<=0;
				sixteen<=0;
				end
				else
				begin
				status<=4;
				sixteen<=sixteen+1;
					if(char<="9" && char>="0")
					pc<=(pc<<4)+(char-"0");
					else if(char>="a" && char<="f")
					pc<=(pc<<4)+char-"a"+10;
				end
			end
			else if(char==":" && sixteen==8)
			begin
			status<=5;
			sixteen<=0;
			end
			else if(char=="^")
			begin
			status<=1;
			sixteen<=0;
			end
			else
			begin
			status<=0;
			sixteen<=0;
			end
		end
		5:begin
			if(char==" ")
			status<=5;
			else if(char=="$")
			begin
			status<=6;
			end
			else if(char=="^")
			status<=1;
			else if(char==8'd42)
			status<=12;
			else
			status<=0;
		end
		6:begin
			if(char>="0" && char<="9")
			begin
			status<=7;
			ten<=ten+1;
			grf<=(grf<<3)+(grf<<1)+char-"0";
			end
			else if(char=="^")
			status<=1;
			else
			status<=0;
		end
		7:begin
			if(char>="0" && char<="9")
			begin
				if(ten>=4)
				begin
				status<=0;
				ten<=0;
				end
				else
				begin
				status<=7;
				ten<=ten+1;
				grf<=(grf<<3)+(grf<<1)+char-"0";
				end
			end
			else if(char==" ")
			begin
			status<=7;
			ten<=4;
			end
			else if(char=="<")
			begin
			status<=8;
			ten<=0;
			end
			else if(char=="^")
			begin
			status<=1;
			ten<=0;
			end
			else
			begin
			status<=0;
			ten<=0;
			end
		end
		8:begin
			if(char=="=")
			status<=9;
			else if(char=="^")
			status<=1;
			else
			status<=0;
		end
		9:begin
			if(char==" ")
			status<=9;
			else if((char<="9" && char>="0")||(char>="a" && char<="f"))
			begin
			status<=10;
			sixteen<=sixteen+1;
			end
			else if(char=="^")
				status<=1;
			else
				status<=0;
		end
		10:begin
			if((char<="9" && char>="0")||(char>="a" && char<="f"))
			begin
				if(sixteen>=8)
				begin
				status<=0;
				sixteen<=0;
				end
				else
				begin
				status<=10;
				sixteen<=sixteen+1;
				end
			end
			else if(char=="#" && sixteen==8)
			begin
			status<=11;
			sixteen<=0;
			end
			else
			begin
			status<=0;
			sixteen<=0;
			end
		end
		11:
		begin
			if(char=="^")
			status<=1;
			else
			status<=0;
		end
		12:begin
			if((char<="9" && char>="0")||(char>="a" && char<="f"))
			begin
			status<=13;
			sixteen<=sixteen+1;
				if(char<="9" && char>="0")
							addr<=(addr<<4)+char-"0";
							else if(char>="a" && char<="f")
							addr<=(addr<<4)+char-"a"+10;
			end
			else
			status<=0;
		end
		13:begin
			if((char<="9" && char>="0")||(char>="a" && char<="f"))
			begin
				if(sixteen>=8)
				begin
				status<=0;
				sixteen<=0;
				end
				else
				begin
				status<=13;
				sixteen<=sixteen+1;
					if(char<="9" && char>="0")
						addr<=(addr<<4)+char-"0";
						else if(char>="a" && char<="f")
						addr<=(addr<<4)+char-"a"+10;
				end
			end
			else if(char==" ")
			begin
				if(sixteen==8)
				status<=13;
				else
				begin
				status<=0;
				sixteen<=0;
				end
			end
			else if(char=="<")
			begin
			status<=14;
			sixteen<=0;
			end
			else
			begin
			status<=0;
			sixteen<=0;
			end
		end
		14:begin
			if(char=="=")
			status<=15;
			else
			status<=0;
		end
		15:begin
			if(char==" ")
			status<=15;
			else if((char<="9" && char>="0")||(char>="a" && char<="f"))
			begin
			status<=16;
			sixteen<=sixteen+1;
			end
			else if(char=="^")
				status<=1;
			else
				status<=0;
		end
		16:begin
		if((char<="9" && char>="0")||(char>="a" && char<="f"))
			begin
				if(sixteen>=8)
				begin
				status<=0;
				sixteen<=0;
				end
				else
				begin
				status<=16;
				sixteen<=sixteen+1;
				end
			end
			else if(char=="#" && sixteen==8)
			begin
			status<=17;
			sixteen<=0;
			end
			else
			begin
			status<=0;
			sixteen<=0;
			end
		end
		17:begin
			if(char=="^")
			status<=1;
			else
			status<=0;
		end
	endcase
	end
end
assign format_type=(status==11)? 2'b01 :
						  (status==17)?2'b10 :
						  2'b00;
assign error_code=4'b0000+(((timi&((freq>>1)-1))!=0 && format_type!=2'b00) ? 4'b0001 : 4'b0000 )
									+ (((((pc<16'h00003000) || (pc>16'h00004fff))||((pc&3)!=0))&&(format_type!=2'b00)) ? 4'b0010 : 4'b0000)
									+ (((((addr<16'h00000000) || (addr>16'h00002fff))||(addr&3!=0))&&(format_type==2'b10)) ? 4'b0100 : 4'b0000)
									+ ((((grf<0)||(grf>31)) && (format_type==2'b01)) ? 4'b1000 : 4'b0000);
endmodule
==> design/flow/run.sh <==
#!/bin/bash
# OpenROAD 26Q1-2900-gdf79404cd8, Yosys 0.63+post, stock flow scripts
make -C /OpenROAD-flow-scripts/flow DESIGN_CONFIG=/design/flow/config.mk WORK_HOME=/design/flow/orfs finish
==> design/flow/config.mk <==
export PLATFORM = sky130hd
export DESIGN_NAME = cpu_checker
export DESIGN_NICKNAME = cpu_checker
export VERILOG_FILES = /design/flow/design.v
export SDC_FILE = /design/flow/constraint.sdc
export NUM_CORES = 4
export LEC_CHECK = 1
export CORE_UTILIZATION = 30
==> design/flow/constraint.sdc <==
current_design cpu_checker

set clk_period 17.3
set clk_io_pct 0.2

create_clock -name clk0 -period $clk_period [get_ports {clk}]

set non_clock_inputs [all_inputs -no_clocks]
set_input_delay [expr $clk_period * $clk_io_pct] -clock clk0 $non_clock_inputs
set_output_delay [expr $clk_period * $clk_io_pct] -clock clk0 [all_outputs]
==> flow_metrics.env <==
# source this file to load flow results
export IMPL_status="finished clean"
export IMPL_fin_setup_tns_ns=0
export IMPL_topCombFamilyByArea="AND-OR/OR-AND gates"
export IMPL_cts_tree="built"
export IMPL_slew_violations=0
export IMPL_grt_usage=0.171
export IMPL_edf_count=96
export IMPL_vias=13900
export IMPL_period_minus_slack_ns=9.51
export IMPL_path_max_fanout=5
export IMPL_setup_viol_count_final=0
export IMPL_cp_start_kind="input pin"
export IMPL_rows=81
export IMPL_simple_gate_share=0.206
export IMPL_vias_per_cell=5.50
export IMPL_place_hpwl_mm=31.5
export IMPL_clockRootBuffer="clkbuf_16"
export IMPL_clock_sinks=109
export IMPL_drc=0
export IMPL_io_buffers=30
export IMPL_drt_iter0_markers=1110
export IMPL_clk_latency_ns=0.37
export IMPL_post_drt_wl_per_cell_um=16.8
export IMPL_ys_sh_mux=0.00803
export IMPL_end_kind="primary output"
export IMPL_critPathKind="in -> out"
export IMPL_core_um2=49400
export IMPL_postRouteAntennaNets=0
export IMPL_yosys_area_share_adder=0.173
export IMPL_final_hold_violation_count=0
export IMPL_warning_count=54
export IMPL_clk_pin_slew_ns=0.07
export IMPL_period_used=0.550
export IMPL_path_cells="clkdlybuf4s50_1, nor4_1, nand2_1, nor4_1, xor2_1, a222oi_1, a31oi_1, clkdlybuf4s50_1"
export IMPL_holdBufCountCts=0
export IMPL_ir_drop_uv=56.0
export IMPL_yosysWarnings=1
export IMPL_chipArea_um2=51300
export IMPL_gp_congestion=0.949
export IMPL_die_h_um=226
export IMPL_chipWidth_um=226
export IMPL_async_flop_share=0
export IMPL_pin_count=32
export IMPL_cts_buffer_depth=2
export IMPL_drive_gt1_frac=0.0518
export IMPL_postLayoutCellArea_um2=16500
export IMPL_cts_setup_buffers=0
export IMPL_relSlewSlack=0.434
export IMPL_power_per_cell_area_nw_per_um2=41.6
export IMPL_initCoreUtil=0.306
export IMPL_stdcell_count=2519
export IMPL_slowest_stage="nor4_1"
export IMPL_r2r_setup_slack_ns=13.02
export IMPL_r2r_end="addr[27]$_SDFFCE_PN0P_"
export IMPL_cts_resized_gates=0
export IMPL_grt_pass1_wl_mm=68.8
export IMPL_grt_max_degree=47
export IMPL_worst_endpoint_required_ns=13.84
export IMPL_post_route_util=0.333
export IMPL_crit_end="error_code[0]"
export IMPL_yosysSeqAreaShare=0.208
export IMPL_cp_depth=8
export IMPL_r2r_start="addr[0]$_SDFFCE_PN0P_"
export IMPL_r2r_cells=11
export IMPL_placed_area_um2=16200
export IMPL_critPathTopFamily="simple AND/OR/NAND/NOR gates"
export IMPL_htreeDepth=3
export IMPL_critPathMaxStageDelay_ns=0.61
export IMPL_critPathArrivalTime_ns=6.05
export IMPL_cap_violations=0
export IMPL_synthAoiAreaFrac=0.245
export IMPL_rsz0062_at_grt="no"
export IMPL_synthXorXnorAreaFrac=0.105
export IMPL_grt_pass1_vias=13000
export IMPL_ff_type="edfxtp_1"
export IMPL_critical_path_buf_inv_count=2
export IMPL_grt_overflow=0
export IMPL_syn_to_final_growth_pct=8.92
export IMPL_first_pass_iters=6
export IMPL_power_leakage_nw=6.34
export IMPL_syn_area_um2=15100
export IMPL_yosysChipArea_um2=15100
export IMPL_syn_area_per_cell_um2=8.13
export IMPL_dp_cells=2503
export IMPL_cts_buffers=9
export IMPL_antenna_found_initial=1
export IMPL_ys_ff=109
export IMPL_power_uw=685
export IMPL_antenna_cells=0
export IMPL_max_freq_ghz=0.105
export IMPL_ys_cells=1858
export IMPL_critPathLaunch="freq[2]"
export IMPL_fin_skew_ns=0.00958
export IMPL_synth_cells=1858
export IMPL_wl_mm=42.4
export IMPL_hp_class="reg -> reg"
export IMPL_worstMarginPinSlew_ns=0.838
export IMPL_synth_cell_types=104
worst min-delay path by stage:
| stage | from | cells past startpoint | to | slack (ns) |
|---|---|---|---|---|
| 4_1_cts | ten[1]$_SDFFE_PP0P_ | 2 | ten[1]$_SDFFE_PP0P_ | 0.55 |
| 6_report | ten[1]$_SDFFE_PP0P_ | 2 | ten[1]$_SDFFE_PP0P_ | 0.54 |
| 5_1_grt | ten[1]$_SDFFE_PP0P_ | 2 | ten[1]$_SDFFE_PP0P_ | 0.58 |
placed cells by master (no fill, tap or decap), drive strengths merged, types with 8 or more instances in the layout:
cell / instances
ha: 174
nor2: 147
inv: 134
a21oi: 134
nand2: 126
o21ai: 108
xnor2: 107
edfxtp: 96
xor2: 74
nand3: 68
nor3: 54
a21o: 41
a211oi: 36
nand4: 34
clkdlybuf4s50: 30
a31oi: 29
nor4: 28
buf: 25
a22oi: 25
and3: 24
nand2b: 23
fa: 22
and2: 22
o22ai: 21
or3: 21
nor2b: 18
o21bai: 17
o31ai: 16
dfxtp: 13
o211ai: 13
o21a: 11
mux2i: 11
clkbuf: 11
a2111oi: 11
a311oi: 10
o41ai: 8
cell type report:
cell class              count  area [µm²]
fillers                  5021       32900
multi-input cells        1541       11200
flip-flops and latches    109        3140
well taps                 664         831
inverters                 134         503
repair buffers             55         488
clock buffers              11         243
clock inverters             5        60.1
registers in the layout, summed over array words and instances, names as in the netlist:
name / cells
timi: 16
ten: 3
addr: 32
status: 5
grf: 16
pc: 32
sixteen: 5
through the flow:
stage / setup WS, ns / hold slack, ns
2_1_floorplan: 9.09 / 0.505
3_3_place_gp: 7.86 / 0.522
3_5_place_dp: 7.84 / 0.530
4_1_cts: 7.82 / 0.548
5_1_grt: 7.62 / 0.580
6_report: 7.79 / 0.543
logic make-up (layout without fill, tap and decap cells):
| logic type | count (synthesis) | in the layout |
|---|---|---|
| xor gates and xnor gates | 181 | 181 |
| and+or+nand+nor | 604 | 604 |
| AOI/OAI and AO/OA | 548 | 548 |
| adders and majority gates | 196 | 196 |
| muxes | 12 | 12 |
| DFF | 109 | 109 |
| buffers and inverters | 208 | 205 |
worst register-to-register path, delay by kind of cell (launching register included):
kind | cells | cell delay, ns
xor gates and xnor gates | 1 | 0.30
AOI/OAI and AO/OA | 6 | 2.05
DFF | 1 | 0.50
adders and majority gates | 2 | 0.71
and+or+nand+nor | 2 | 0.45
synth_stat cells (5+ instances only):
library cell | count | share of area
nand3_1 | 64 | 0.021
or2_2 | 6 | 0.0025
a211oi_1 | 32 | 0.016
a21o_1 | 41 | 0.020
ha_1 | 174 | 0.14
nor2b_1 | 18 | 0.0075
o21bai_1 | 17 | 0.0084
nand2_1 | 126 | 0.031
o21a_1 | 11 | 0.0055
a31oi_1 | 28 | 0.012
buf_1 | 7 | 0.0017
and4_1 | 5 | 0.0029
a22oi_1 | 23 | 0.011
buf_2 | 11 | 0.0036
nor3_1 | 53 | 0.018
clkbuf_1 | 49 | 0.012
a21oi_1 | 131 | 0.043
fa_1 | 22 | 0.029
nand4_1 | 34 | 0.014
nand3b_1 | 5 | 0.0025
dfxtp_1 | 13 | 0.017
a2111oi_0 | 7 | 0.0041
nor3b_1 | 6 | 0.0030
nor2_1 | 145 | 0.036
nor4_1 | 24 | 0.0099
inv_1 | 133 | 0.033
and3_1 | 23 | 0.0095
xnor2_1 | 107 | 0.062
o22ai_1 | 20 | 0.0083
nand2b_1 | 23 | 0.0095
and2_1 | 21 | 0.0087
o41ai_1 | 8 | 0.0046
or3_1 | 19 | 0.0079
a311oi_1 | 10 | 0.0058
edfxtp_1 | 96 | 0.19
o211ai_1 | 12 | 0.0060
xor2_1 | 74 | 0.043
o31ai_1 | 16 | 0.0079
mux2i_1 | 11 | 0.0073
o21ai_0 | 104 | 0.034
a21boi_0 | 6 | 0.0030
a211o_1 | 7 | 0.0041
power breakdown:
| part | switching (mW) | total (mW) | internal [mW] |
|---|---|---|---|
| clock | 0.105 | 0.222 | 0.117 |
| combinational | 0.106 | 0.181 | 0.0754 |
| sequential | 0.000354 | 0.282 | 0.282 |
| total | 0.211 | 0.685 | 0.474 |
metal layers:
metal  wire [µm]  vias up  global-route usage
met5          13        -                   0
li1            -     6897                   -
met3        2440       54              0.0221
met2       19000      382               0.267
met1       20100     6525               0.261
met4         824        2              0.0264
Power figures rest on the tool's default switching activity, not on a simulated workload.

[run.sh]
#!/bin/bash
# OpenROAD 26Q1-2900-gdf79404cd8, Yosys 0.63+post, stock flow scripts
make -C /OpenROAD-flow-scripts/flow DESIGN_CONFIG=/design/flow/config.mk WORK_HOME=/design/flow/orfs finish
[config.mk]
export PLATFORM = sky130hd
export DESIGN_NAME = MEMWB
export DESIGN_NICKNAME = MEMWB
export VERILOG_FILES = /design/flow/design.v
export SDC_FILE = /design/flow/constraint.sdc
export NUM_CORES = 4
export LEC_CHECK = 1
export CORE_UTILIZATION = 30
[constraint.sdc]
current_design MEMWB

set clk_period 11.2
set clk_io_pct 0.2

create_clock -name clk0 -period $clk_period [get_ports {clk}]

set non_clock_inputs [all_inputs -no_clocks]
set_input_delay [expr $clk_period * $clk_io_pct] -clock clk0 $non_clock_inputs
set_output_delay [expr $clk_period * $clk_io_pct] -clock clk0 [all_outputs]
[design.v]
module MEMWB(
    input clk,
    input reset,
    input MEMWBStall,
    input MEMWBFlush,
    input [10:0] MEMInstructionID,
    input [4:0] MEMRegDst,
    input MEMRegWriteEn,
    input [4:0] MEMRs,
    input [4:0] MEMRt,
    input [4:0] MEMRd,
    input [31:0] MEMRD1,
    input [31:0] MEMRD2,
    input [31:0] MEMRegWriteData,
    input [31:0] MEMData,
    input [31:0] MEMTimeNew,
    input [31:0] MEMPC,
    input [31:0] MEMALURes,
    input [31:0] MEMCp0Out,
    output reg [10:0] WBInstructionID,
    output reg [4:0] WBRegDst,
    output reg WBRegWriteEn,
    output reg [31:0] WBPC,
    output [31:0] WBRegWriteData,
    output reg [31:0] WBTimeNew
);
    reg [31:0] tempData;
    reg [31:0] tempRegWriteData;
    reg [31:0] tempALURes;
    reg [31:0] tempCp0Out;
    wire [31:0] extData;
    wire [31:0] loadTempData;
    reg [31:0] hiddenPC1;
    reg [31:0] hiddenPC;
    assign loadTempData=
    (WBInstructionID==11'd26)?tempData:
    (WBInstructionID==11'd21||WBInstructionID==11'd22)?tempData[tempALURes[1:0]*8+7-:8]:
    (WBInstructionID==11'd23||WBInstructionID==11'd24)?tempData[tempALURes[1]*16+15-:16]:114514;
    assign extData=
    (WBInstructionID==11'd26)?loadTempData:
    (WBInstructionID==11'd21)?{{24{loadTempData[7]}},loadTempData[7:0]}:
    (WBInstructionID==11'd22)?{{24'b0},loadTempData[7:0]}:
    (WBInstructionID==11'd23)?{{16{loadTempData[15]}},loadTempData[15:0]}:
    (WBInstructionID==11'd24)?{{16'b0},loadTempData[15:0]}:114514;
    assign WBRegWriteData=(
        WBInstructionID==11'd26||
        WBInstructionID==11'd21||
        WBInstructionID==11'd22||
        WBInstructionID==11'd23||
        WBInstructionID==11'd24
    )?extData:(
        WBInstructionID==11'd27
    )?tempCp0Out:tempRegWriteData;
    always @(posedge clk)
    begin
           if(reset | MEMWBFlush)
           begin
            WBInstructionID <= 0;
            WBRegDst <= 0;
            WBRegWriteEn <= 0;
            WBPC<=0;
            tempData<=0;
            tempRegWriteData<=0;
            tempALURes<=0;
            tempCp0Out<=0;
			WBTimeNew<=0;
       end
       else begin
           if(!MEMWBStall)
           begin
                WBInstructionID <= MEMInstructionID;
                WBRegDst <= MEMRegDst;
                WBRegWriteEn <= MEMRegWriteEn;
                WBPC<=MEMPC;
                WBTimeNew<=MEMTimeNew>0?MEMTimeNew-2'b1:2'b0;
                tempData<=MEMData;
                tempRegWriteData<= MEMRegWriteData;
                tempALURes<=MEMALURes;
				tempCp0Out<=MEMCp0Out;
           end
       end
    end
    endmodule
==> results.toml <==
# synthesis and place-and-route metrics
[place]
finalWeightedCongestion = 0.9076
detailed_place_hpwl_um = 19470
dp.cells = 1478
io_buffer_count = 295

[clock_tree]
htree_num_levels = 4
clk-insertion-delay-late_ps = 430
cts_post_setup_buffers_inserted = 0
postCtsResizedCells = 0
clk_transition_reported_paths_ps = 80
cts_hold_buffers = 0
cts.sinks = 179
clk_path_buf_depth = 2
clock_tree_from_tritoncts = "done"
cts_root_buf = "sky130_fd_sc_hd__clkbuf_16"
cts_made_buffers = 17

[routing]
detail_route.wl_per_cell_um = 17.46
finalWirelength_um = 26380
route.vias.total = 7305
drt_iter0_markers = 428
drtPass1Iterations = 4
drcViolationCount = 0
final_antenna_net_count = 0
post_drt_via_cell_ratio = 4.835

[logic_synthesis]
synth-seq-cells = 179
yosys-top-cells-count = "sky130_fd_sc_hd__dfxtp_1 (179), sky130_fd_sc_hd__nor2_1 (162), sky130_fd_sc_hd__mux2i_1 (152)"
yosys_cell_count = 889
synth_area_leader_cell = "sky130_fd_sc_hd__dfxtp_1"
synth_area_per_cell_um2 = 9.209
number_of_enable_type_register_cells_in_the_synthesized_netlist = 0
synthMostInstantiatedCell = "sky130_fd_sc_hd__dfxtp_1"
synth_seq_share = 0.4377
postSynthCellCount = 889
ys.flop_type = "sky130_fd_sc_hd__dfxtp_1"
yosysWarnings = 1
ys_types = 60
top_area_frac = 0.4377
synth_area_um2 = 8187
yosysChipArea_um2 = 8187
async_flop_share = 0
synth.area.top_cells = "sky130_fd_sc_hd__dfxtp_1 (44%), sky130_fd_sc_hd__mux2i_1 (19%), sky130_fd_sc_hd__nor2_1 (7.4%), sky130_fd_sc_hd__nand2_1 (4.6%), sky130_fd_sc_hd__mux2_2 (3.3%)"

[floorplan]
num_io_pins = 405
core_region_area_um2 = 26880
chip_area_um2 = 27950
fp_util = 0.3046
die_width_um = 167.2
floorplan.rows = 60
fp.dieH_um = 167.2

[setup_path]
critical_path_peak_fanout = 18
critical_path.startpoint_type = "register"
r2r_setup_slack_ps = 10020
worst_setup_path_end_kind = "output port"
worstPathRequired_ps = 8960
crit_type = "register to output port"
worstPathArrival_ps = 3310

[global_routing]
grt_antenna_before_repair = 2
wire_length_of_the_first_global_routing_pass_um = 40010
largest_net_degree_at_the_start_of_global_routing = 66
tot_gr_track_use = 0.1897
grt_overflow = 0
via_count_of_the_first_global_routing_pass = 6784

[timing]
timing.final.hold_violations = 0
shortest_clock_period_the_worst_path_allows_after_layout_ps = 5550
max_freq_ghz = 0.1802
timing_max_transition_violations_final = 0
report.final.setup_viol = 0
worst_tran_pin_value_ps = 814.0
final.period_utilization = 0.4955
tns_ps = 0
timing.clock.skew_ps = 0
finalHoldWorstSlack_ps = 442.2
rsz0062_at_grt = "no"
relSlewSlack = 0.4566

[final_layout]
final-instance-count-excl-fill = 1511
layout.core_utilization = 0.4477
post_route_cells_drive_above_1_share = 0.07870
area.growth.synth_to_final_pct = 46.97

[flow_run]
openroad.warnings = 135
max_cap_viol_count = 0

[pwr]
static-leakage-power_uw = 0.004603
vdd_ir_drop_max_mv = 0.08415
p_per_area_nw_per_um2 = 123.4
totalPowerFinal_uw = 1484

[min_path]
min_path_type = "register to register"

[status]
outcome = "finished, final reports clean"
[power breakdown]
group,switching [uW],leakage [uW],internal (uW)
Combinational,70.2,0.00285,119
Clock,299,0.000298,323
Sequential,15.3,0.00146,657
[stage by stage]
| step | setup WS (ps) | instance area [um2] |
|---|---|---|
| final | 5650 | 12030 |
| after global placement | 6128 | 11410 |
| after floorplan | 6794 | 8187 |
| after CTS | 5616 | 12030 |
| after global routing | 5487 | 12030 |
| after detailed placement | 6113 | 11410 |
[cell families (layout without fill, tap and decap cells)]
family          after synthesis  in the layout  synth area share
xor+xnor                     23             23           0.02461
flops                       179            179            0.4377
compound gates              103            103           0.08406
buf+inv                      64            344           0.03347
mux                         180            180            0.2285
other cells                   0              1                 0
simple gates                338            338            0.1886
fa+ha+maj                     2              2          0.003056
[metal layers]
layer	wire length (um)	up-vias	global-route usage
met5	13	-	0
met4	267	2	0.02034
met3	1989	15	0.05007
met2	11300	257	0.2791
met1	12810	3377	0.2932
li1	-	3654	-
[sequential cells by signal, indices dropped and copies added (netlist names)]
signal            flops
tempData             32
WBRegDst              5
WBRegWriteEn          1
tempRegWriteData     32
tempALURes            2
WBInstructionID      11
WBTimeNew            32
tempCp0Out           32
WBPC                 32
[layout by cell type, fill, tap and decap left out, types with 4 or more instances in the layout]
| master | synthesis | final |
|---|---|---|
| sky130_fd_sc_hd__or3_1 | 5 | 5 |
| sky130_fd_sc_hd__mux2_2 | 24 | 24 |
| sky130_fd_sc_hd__nor4_1 | 9 | 9 |
| sky130_fd_sc_hd__nand3_1 | 10 | 10 |
| sky130_fd_sc_hd__a21oi_1 | 17 | 17 |
| sky130_fd_sc_hd__inv_1 | 4 | 4 |
| sky130_fd_sc_hd__nand3b_1 | 4 | 4 |
| sky130_fd_sc_hd__o21ai_1 | 22 | 21 |
| sky130_fd_sc_hd__nand2_1 | 100 | 100 |
| sky130_fd_sc_hd__xor2_1 | 8 | 8 |
| sky130_fd_sc_hd__clkdlybuf4s50_1 | 0 | 294 |
| sky130_fd_sc_hd__o211ai_1 | 9 | 9 |
| sky130_fd_sc_hd__o21ai_0 | 8 | 8 |
| sky130_fd_sc_hd__buf_4 | 4 | 13 |
| sky130_fd_sc_hd__o22ai_1 | 7 | 7 |
| sky130_fd_sc_hd__dfxtp_1 | 179 | 179 |
| sky130_fd_sc_hd__a32oi_1 | 15 | 15 |
| sky130_fd_sc_hd__or4_1 | 8 | 8 |
| sky130_fd_sc_hd__xnor2_1 | 15 | 15 |
| sky130_fd_sc_hd__a22oi_1 | 4 | 4 |
| sky130_fd_sc_hd__nor3_1 | 10 | 10 |
| sky130_fd_sc_hd__clkbuf_16 | 0 | 17 |
| sky130_fd_sc_hd__mux2i_1 | 152 | 152 |
| sky130_fd_sc_hd__inv_8 | 0 | 6 |
| sky130_fd_sc_hd__nor2_1 | 162 | 162 |
[area by class of cell]
cell class,count,area (um2)
diodes,1,2.502
clock buffers,17,425.4
clock inverters,15,188.9
fillers,2562,14840
inverters,4,15.01
multi-input cells,646,4335
flip-flops and latches,179,3583
well taps,341,426.7
repair buffers,308,3054
[worst max-delay path, stage by stage (launching register included)]
cell                              delay [ps]
sky130_fd_sc_hd__dfxtp_1                 410
sky130_fd_sc_hd__or4b_4                  540
sky130_fd_sc_hd__nor2_2                  360
sky130_fd_sc_hd__and3_1                  420
sky130_fd_sc_hd__buf_4                   290
sky130_fd_sc_hd__nand2_1                 160
sky130_fd_sc_hd__a32oi_1                 220
sky130_fd_sc_hd__clkdlybuf4s50_1         490
[path summary, 6_finish.rpt]
check / from / end / depth (start not counted)
max: WBInstructionID[4] / WBRegWriteData[25] / 7
min: WBTimeNew[31] / WBTimeNew[31] / 2
max reg2reg: tempALURes[1] / tempALURes[1] / 2
min reg2reg: WBTimeNew[31] / WBTimeNew[31] / 2
Power figures rest on the tool's default switching activity, not on a simulated workload.

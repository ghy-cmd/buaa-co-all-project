<file path="run.sh">
#!/bin/bash
# OpenROAD 26Q1-2900-gdf79404cd8, Yosys 0.63+post, stock flow scripts
make -C /OpenROAD-flow-scripts/flow DESIGN_CONFIG=/design/flow/config.mk WORK_HOME=/design/flow/orfs finish
</file>
<file path="config.mk">
export PLATFORM = sky130hd
export DESIGN_NAME = decodeUnit
export DESIGN_NICKNAME = decodeUnit
export VERILOG_FILES = /design/flow/design.v
export SDC_FILE = /design/flow/constraint.sdc
export NUM_CORES = 4
export LEC_CHECK = 1
export CORE_AREA = 10 10 92 92
export DIE_AREA = 0 0 102 102
</file>
<file path="constraint.sdc">
current_design decodeUnit

set clk_period 5.3
set clk_io_pct 0.2

create_clock -name clk0 -period $clk_period

set non_clock_inputs [all_inputs -no_clocks]
set_input_delay [expr $clk_period * $clk_io_pct] -clock clk0 $non_clock_inputs
set_output_delay [expr $clk_period * $clk_io_pct] -clock clk0 [all_outputs]
</file>
<file path="design.v">
module decodeUnit (
    input [31:0] instruction,
    output [10:0] instructionID,
    output [4:0] regDst,
    output regWriteEn,
    output [4:0] rs,
    output [4:0] rt,
    output [4:0] rd,
    output [4:0] shamt,
    output [15:0] imm16,
    output [25:0] imm26,
    output [31:0] timeRsUse,
    output [31:0] timeRtUse,
    output [31:0] timeNew
);
    getInstructionID unit(
        .instruction(instruction),
        .instructionID(instructionID)
    );
    assign regDst=
    (instructionID==11'd21||
    instructionID==11'd22||
    instructionID==11'd24||
    instructionID==11'd23||
    instructionID==11'd26||
    instructionID==11'd2||
    instructionID==11'd3||
    instructionID==11'd6||
    instructionID==11'd37||
    instructionID==11'd55||
    instructionID==11'd25||
    instructionID==11'd43||
    instructionID==11'd44||
    instructionID==11'd27
    )?rt:
    (
    instructionID==11'd4||
    instructionID==11'd51||
    instructionID==11'd1||
    instructionID==11'd50||
    instructionID==11'd42||
    instructionID==11'd45||
    instructionID==11'd40||
    instructionID==11'd48||
    instructionID==11'd46||
    instructionID==11'd41||
    instructionID==11'd49||
    instructionID==11'd47||
    instructionID==11'd5||
    instructionID==11'd36||
    instructionID==11'd54||
    instructionID==11'd35||
    instructionID==11'd19||
    instructionID==11'd28||
    instructionID==11'd29
    )?rd:
    (instructionID==11'd18)?5'b11111:5'b0;
    assign regWriteEn=regDst!=0;
    assign rs=instruction[25:21];
    assign rt=instruction[20:16];
    assign rd=instruction[15:11];
    assign shamt=instruction[10:6];
    assign imm16=instruction[15:0];
    assign imm26=instruction[16:0];
    assign timeNew=
    (
        instructionID==11'd26||
        instructionID==11'd21||
        instructionID==11'd22||
        instructionID==11'd23||
        instructionID==11'd24||
        instructionID==11'd27
    )?3:
    (
        instructionID==11'd2||
        instructionID==11'd3||
        instructionID==11'd6||
        instructionID==11'd37||
        instructionID==11'd55||
        instructionID==11'd25||
        instructionID==11'd43||
        instructionID==11'd44||
        instructionID==11'd4||
        instructionID==11'd51||
        instructionID==11'd1||
        instructionID==11'd50||
        instructionID==11'd42||
        instructionID==11'd45||
        instructionID==11'd40||
        instructionID==11'd48||
        instructionID==11'd46||
        instructionID==11'd41||
        instructionID==11'd49||
        instructionID==11'd47||
        instructionID==11'd5||
        instructionID==11'd36||
        instructionID==11'd54||
        instructionID==11'd35||
        instructionID==11'd28||
        instructionID==11'd29
    )?2:
    (
        instructionID==11'd18||
        instructionID==11'd19
    )?1:0;
    assign timeRsUse=
    (
        instructionID==11'd7||
        instructionID==11'd12||
        instructionID==11'd10||
        instructionID==11'd9||
        instructionID==11'd11||
        instructionID==11'd8||
        instructionID==11'd19||
        instructionID==11'd20
    )?0:
    (
        instructionID==11'd26||
        instructionID==11'd21||
        instructionID==11'd22||
        instructionID==11'd23||
        instructionID==11'd24||
        instructionID==11'd52||
        instructionID==11'd39||
        instructionID==11'd38||
        instructionID==11'd2||
        instructionID==11'd3||
        instructionID==11'd6||
        instructionID==11'd37||
        instructionID==11'd55||
        instructionID==11'd25||
        instructionID==11'd43||
        instructionID==11'd44||
        instructionID==11'd4||
        instructionID==11'd51||
        instructionID==11'd1||
        instructionID==11'd50||
        instructionID==11'd42||
        instructionID==11'd45||
        instructionID==11'd40||
        instructionID==11'd48||
        instructionID==11'd46||
        instructionID==11'd41||
        instructionID==11'd49||
        instructionID==11'd47||
        instructionID==11'd5||
        instructionID==11'd36||
        instructionID==11'd54||
        instructionID==11'd35||
        instructionID==11'd33||
        instructionID==11'd34||
        instructionID==11'd14||
        instructionID==11'd15||
        instructionID==11'd31||
        instructionID==11'd32
    )?1:5;
    assign timeRtUse=
    (
        instructionID==11'd52||
        instructionID==11'd39||
        instructionID==11'd38||
        instructionID==11'd30
    )?2:
    (
        instructionID==11'd4||
        instructionID==11'd1||
        instructionID==11'd51||
        instructionID==11'd50||
        instructionID==11'd5||
        instructionID==11'd36||
        instructionID==11'd54||
        instructionID==11'd35||
        instructionID==11'd40||
        instructionID==11'd41||
        instructionID==11'd48||
        instructionID==11'd49||
        instructionID==11'd46||
        instructionID==11'd47||
        instructionID==11'd42||
        instructionID==11'd45||
        instructionID==11'd33||
        instructionID==11'd34||
        instructionID==11'd14||
        instructionID==11'd15
    )?1:
    (
        instructionID==11'd7||
        instructionID==11'd12
    )?0:5;
endmodule
module getInstructionID (
    input [31:0] instruction,
    output [10:0] instructionID
);
    wire [5:0] opCode;
    wire [5:0] func;
    wire [5:0] bkind;
    wire [4:0] cp0kind;
    assign opCode=instruction[31:26];
    assign func=instruction[5:0];
    assign bkind=instruction[20:16];
    assign cp0kind=instruction[25:21];
    assign instructionID=
(opCode==0&&func==6'b100000)?11'd1:
(opCode==6'b001000)?11'd2:
(opCode==6'b001001)?11'd3:
(opCode==0&&func==6'b100001)?11'd4:
(opCode==0&&func==6'b100100)?11'd5:
(opCode==6'b001100)?11'd6:
(opCode==6'b000100)?11'd7:
(opCode==6'b000001&&bkind==5'b00001)?11'd8:
(opCode==6'b000111)?11'd9:
(opCode==6'b000110)?11'd10:
(opCode==6'b000001&&bkind==0)?11'd11:
(opCode==6'b000101)?11'd12:
(opCode==0&&func==6'b001101)?11'd13:
(opCode==0&&func==6'b011010)?11'd14:
(opCode==0&&func==6'b011011)?11'd15:
(instruction==32'b01000010000000000000000000011000)?11'd16:
(opCode==6'b000010)?11'd17:
(opCode==6'b000011)?11'd18:
(opCode==0&&func==6'b001001)?11'd19:
(opCode==0&&func==6'b001000)?11'd20:
(opCode==6'b100000)?11'd21:
(opCode==6'b100100)?11'd22:
(opCode==6'b100001)?11'd23:
(opCode==6'b100101)?11'd24:
(opCode==6'b001111)?11'd25:
(opCode==6'b100011)?11'd26:
(opCode==6'b010000&&cp0kind==5'b00000)?11'd27:
(opCode==0&&func==6'b010000)?11'd28:
(opCode==0&&func==6'b010010)?11'd29:
(opCode==6'b010000&&cp0kind==5'b00100)?11'd30:
(opCode==0&&func==6'b010001)?11'd31:
(opCode==0&&func==6'b010011)?11'd32:
(opCode==0&&func==6'b011000)?11'd33:
(opCode==0&&func==6'b011001)?11'd34:
(opCode==0&&func==6'b100111)?11'd35:
(opCode==0&&func==6'b100101)?11'd36:
(opCode==6'b001101)?11'd37:
(opCode==6'b101000)?11'd38:
(opCode==6'b101001)?11'd39:
(opCode==0&&func==6'b000000)?11'd40:
(opCode==0&&func==6'b00100)?11'd41:
(opCode==0&&func==6'b101010)?11'd42:
(opCode==6'b001010)?11'd43:
(opCode==6'b001011)?11'd44:
(opCode==0&&func==6'b101011)?11'd45:
(opCode==0&&func==6'b000011)?11'd46:
(opCode==0&&func==6'b000111)?11'd47:
(opCode==0&&func==6'b000010)?11'd48:
(opCode==0&&func==6'b000110)?11'd49:
(opCode==0&&func==6'b100010)?11'd50:
(opCode==0&&func==6'b100011)?11'd51:
(opCode==6'b101011)?11'd52:
(opCode==0&&func==6'b100110)?11'd54:
(opCode==6'b001110)?11'd55:11'd100;
endmodule
</file>
==> flow_summary.html <==
<h3>Run summary</h3>
<table>
<tr><th>Metric</th><th>Value</th></tr>
<tr><th colspan="2">Power and ir drop</th></tr>
<tr><td>Leakage power</td><td>2.006 nW</td></tr>
<tr><td>Worst IR drop on VDD</td><td>0.00003717 V</td></tr>
<tr><td>P per Cell Area</td><td>66.59 nW/µm²</td></tr>
<tr><th colspan="2">Floorplan</th></tr>
<tr><td>Init Core Util</td><td>42.33%</td></tr>
<tr><td>FP Rows</td><td>29</td></tr>
<tr><td>Area enclosed by the die boundary</td><td>10,400 µm²</td></tr>
<tr><td>Core area</td><td>6459 µm²</td></tr>
<tr><td>Chip Width</td><td>102 µm</td></tr>
<tr><td>Number of primary I/O pins</td><td>207</td></tr>
<tr><td>Y dimension of the die</td><td>102 µm</td></tr>
<tr><th colspan="2">Timing</th></tr>
<tr><td>Fmax</td><td>191.2 MHz</td></tr>
<tr><td>Final count of hold timing violations</td><td>0</td></tr>
<tr><td>Final Slew Violations</td><td>0</td></tr>
<tr><td>Fin crit period</td><td>5.231 ns</td></tr>
<tr><td>Slew @ Worst Pin</td><td>0.6319 ns</td></tr>
<tr><td>Unrepaired setup endpoints after global routing</td><td>true</td></tr>
<tr><td>Post-route worst hold slack</td><td>2.707 ns</td></tr>
<tr><td>Part of the cycle the worst path needs</td><td>98.70%</td></tr>
<tr><td>Final-report setup violation count</td><td>0</td></tr>
<tr><td>Max transition margin</td><td>57.74%</td></tr>
<tr><th colspan="2">Global route</th></tr>
<tr><td>First-pass GRT wire length</td><td>14,310 µm</td></tr>
<tr><td>Antenna violations before repair</td><td>0</td></tr>
<tr><td>Total Routing Usage GR</td><td>16.42%</td></tr>
<tr><td>Sum of overflow across all layers after global routing</td><td>0</td></tr>
<tr><td>Vias in the first global route</td><td>2,840</td></tr>
<tr><td>Pin count of the biggest net entering global routing</td><td>12</td></tr>
<tr><th colspan="2">Critical path</th></tr>
<tr><td>Crit path required time</td><td>4.24 ns</td></tr>
<tr><td>Crit-path slowest cell</td><td>or4_4</td></tr>
<tr><td>Cell repeated most along the worst path</td><td>or4_4</td></tr>
<tr><td>Crit Path Class</td><td>in2out</td></tr>
<tr><td>Cells along the critical path</td><td>clkdlybuf4s15_1, or4_4, or4_4, nor2_4, nor3b_4, o2bb2ai_4, nor3_4, a32oi_2, o211ai_2, or4b_4, buf_6, nor4_4, buf_2</td></tr>
<tr><td>CP Buf/Inv Count</td><td>3</td></tr>
<tr><td>Largest fanout on the critical path</td><td>5</td></tr>
<tr><td>Data arrival time at the worst-slack endpoint</td><td>4.17 ns</td></tr>
<tr><td>CP delay by family, top</td><td>simple AND/OR/NAND/NOR gates</td></tr>
<tr><td>Max stage delay on crit path</td><td>0.59 ns</td></tr>
<tr><td>Startpoint class of the critical path</td><td>input port</td></tr>
<tr><td>Capturing element type of the critical path</td><td>output port</td></tr>
<tr><th colspan="2">Drt</th></tr>
<tr><td>WL final</td><td>9723 µm</td></tr>
<tr><td>Drt drc</td><td>0</td></tr>
<tr><td>Via count</td><td>2,938</td></tr>
<tr><td>Antenna diodes</td><td>0</td></tr>
<tr><td>Iteration tally of the first detailed-router pass</td><td>4</td></tr>
<tr><td>Number of routed nets with antenna violations</td><td>0</td></tr>
<tr><td>Routed length per placed instance</td><td>15.31 µm</td></tr>
<tr><td>DR iter-0 viols</td><td>135</td></tr>
<tr><td>Vias per cell</td><td>4.627</td></tr>
<tr><th colspan="2">Final layout</th></tr>
<tr><td>Most used logic cell in the final layout</td><td>buf_4</td></tr>
<tr><td>Combined flip-flop and latch cell area</td><td>0 µm²</td></tr>
<tr><td>Final Core Density</td><td>63.29%</td></tr>
<tr><td>Fraction of final layout cells sized beyond drive strength 1</td><td>31.18%</td></tr>
<tr><td>Area Overhead vs Synth</td><td>49.52%</td></tr>
<tr><td>Clock buffer count</td><td>0</td></tr>
<tr><td>Sequential cell count</td><td>0</td></tr>
<tr><td>Most numerous logic cells after layout</td><td>buf_4 (112), conb_1 (102), clkdlybuf4s50_1 (81)</td></tr>
<tr><th colspan="2">Placement</th></tr>
<tr><td>Count of input and output buffers</td><td>105</td></tr>
<tr><td>Detailed placement HPWL</td><td>8507 µm</td></tr>
<tr><td>Final estimated routing congestion in global placement</td><td>0.9759</td></tr>
<tr><th colspan="2">Yosys</th></tr>
<tr><td>Sequential fraction of the synthesis area</td><td>0%</td></tr>
<tr><td>Synthesis warning total</td><td>0</td></tr>
<tr><td>Number of standard cells after synthesis</td><td>406</td></tr>
<tr><td>Cell area after synthesis</td><td>2734 µm²</td></tr>
<tr><td>Number of distinct library cells after synthesis</td><td>65</td></tr>
<tr><td>Area of the synthesized netlist per yosys stat</td><td>2734 µm²</td></tr>
<tr><td>Cell count listed in synth_stat.txt</td><td>406</td></tr>
<tr><td>Synthesized area divided by synthesized cell count</td><td>6.734 µm²</td></tr>
<tr><th colspan="2">Outcome</th></tr>
<tr><td>Result of the run</td><td>finished, final reports clean</td></tr>
<tr><th colspan="2">Job</th></tr>
<tr><td>Max cap viols</td><td>0</td></tr>
<tr><td>OpenROAD warnings</td><td>33</td></tr>
<tr><th colspan="2">Clocking</th></tr>
<tr><td>Cts-stage hold buffer count</td><td>0</td></tr>
<tr><th colspan="2">Hold path</th></tr>
<tr><td>Type of the tightest min-delay check</td><td>in2out</td></tr>
</table>
[cells by family after synthesis]
| group | count (synthesis) | share of synthesized area [%] |
|---|---|---|
| AOI/OAI and AO/OA | 72 | 18.67 |
| xor gates and xnor gates | 6 | 2.426 |
| buffers and inverters | 187 | 47.64 |
| muxes | 5 | 1.831 |
| other | 1 | 0.1372 |
| and+or+nand+nor | 135 | 29.29 |
[power breakdown]
group | internal, W | switching (W)
clock | 0 | 0
combinational | 0.000164 | 0.000108
sequential | 0 | 0
total | 0.000164 | 0.000108
[layer usage]
| layer | wire (µm) | part of all wire (%) | vias up | global-route usage [%] |
|---|---|---|---|---|
| li1 | - | - | 1461 | - |
| met1 | 4230 | 44 | 1326 | 21.84 |
| met2 | 4596 | 47 | 147 | 28.89 |
| met3 | 855 | 8.8 | 4 | 2.249 |
| met4 | 40 | 0.41 | 0 | 0.7592 |
| met5 | 0 | 0 | - | 0 |
[layout make-up]
| cell class | count | area (µm²) |
|---|---|---|
| fill | 562 | 2371 |
| multi-input combinational | 320 | 1983 |
| timing repair buffer | 225 | 1957 |
| tap | 77 | 96.34 |
| inverter | 13 | 51.30 |
[worst paths after layout]
| check | start | end | slack (ns) | cells after the start |
|---|---|---|---|---|
| max | instruction[29] | timeRsUse[2] | 0.07 | 13 |
| min | instruction[24] | rs[3] | 2.71 | 2 |
[per-stage QoR]
step           TNS [ns]  total power, W  cells  worst slack, ns  area, µm²
2_1_floorplan         0       0.0001577    507           0.5019       3113
3_3_place_gp     -2.482       0.0002560    621          -0.4504       3802
3_5_place_dp     -2.475       0.0002559    621          -0.4828       3802
4_1_cts               0       0.0002690    634         0.002152       4013
5_1_grt        -0.04147       0.0002982    635         -0.04147       4088
6_report              0       0.0002722    635          0.06900       4088
[repair_timing]
action                                  in CTS  in global routing
pin swaps                                   24                  9
resized                                     65                 26
buffers inserted                            12                  1
endpoints found under the setup margin      11                  9
gates cloned                                 1                  0
[synth_stat cells, types with 2 or more instances]
master / n / area [µm²]
buf_4: 155 / 1164
or3_1: 7 / 43.79
o21a_1: 2 / 15.01
inv_1: 12 / 45.04
a31oi_1: 3 / 18.77
a32oi_1: 3 / 26.28
o22ai_1: 5 / 31.28
or2_2: 3 / 18.77
nand3_1: 7 / 35.03
o31ai_1: 2 / 15.01
o21ai_0: 19 / 95.09
or3b_2: 2 / 17.52
nor3_1: 7 / 35.03
o32ai_1: 2 / 17.52
a211oi_1: 2 / 15.01
nor4_1: 11 / 68.82
buf_2: 3 / 15.01
or4b_1: 2 / 20.02
buf_6: 2 / 22.52
nor3b_1: 3 / 22.52
clkbuf_1: 13 / 48.80
and2_1: 2 / 12.51
a21oi_1: 14 / 70.07
nor2b_1: 6 / 37.54
nor2_1: 30 / 112.6
nor4b_1: 2 / 17.52
o211a_1: 2 / 20.02
nor4_2: 2 / 25.02
xor2_1: 2 / 17.52
and3_1: 2 / 12.51
a211o_1: 3 / 26.28
nand2_1: 23 / 86.33
nand2b_1: 6 / 37.54
a31o_2: 2 / 17.52
a21o_1: 2 / 15.01
xnor2_1: 3 / 26.28
mux2i_1: 5 / 50.05
nand3b_1: 7 / 52.55
or4_4: 2 / 22.52
No activity file was given, so power comes from the tool's default toggle rates.
